==> design.v <==
module  figure1Motion ( 
					input         Clk,                 
                             Reset,               
                             frame_clk,           
               input [9:0]   DrawX, DrawY,        
					input [7:0]	  keycode,				  
					output logic [9:0] figure1_x,
					output logic [9:0] figure1_y
              );
	parameter [9:0] figure1_X_Center = 10'd160;   
   parameter [9:0] figure1_Y_Center = 10'd360;   
   parameter [9:0] figure1_X_Min = 10'd40;        
   parameter [9:0] figure1_X_Max = 10'd300;      
   parameter [9:0] figure1_Y_Min = 10'd0;        
   parameter [9:0] figure1_Y_Max = 10'd440;      
   parameter [9:0] figure1_X_Step = 10'd1;       
   parameter [9:0] figure1_Y_Step = 10'd1;       
    logic [9:0] figure1_X_Pos, figure1_X_Motion, figure1_Y_Pos, figure1_Y_Motion;
    logic [9:0] figure1_X_Pos_in, figure1_Y_Pos_in; 
    logic frame_clk_delayed, frame_clk_rising_edge;
    always_ff @ (posedge Clk) begin
        frame_clk_delayed <= frame_clk;
        frame_clk_rising_edge <= (frame_clk == 1'b1) && (frame_clk_delayed == 1'b0);
    end
    always_ff @ (posedge Clk)
    begin
        if (Reset)  
        begin
            figure1_X_Pos <= figure1_X_Center;
            figure1_Y_Pos <= figure1_Y_Center;
        end
        else
        begin
            figure1_X_Pos <= figure1_X_Pos_in;
            figure1_Y_Pos <= figure1_Y_Pos_in;
        end
    end
	 always_comb
    begin
        figure1_X_Pos_in = figure1_X_Pos;
        figure1_Y_Pos_in = figure1_Y_Pos;
		  figure1_x = figure1_X_Pos;
		  figure1_y = figure1_Y_Pos; 
		  figure1_X_Motion = 10'd0;
        figure1_Y_Motion = 10'd0;
        if (frame_clk_rising_edge)
        begin
			 case(keycode)
				8'h04:  
					begin
					   figure1_X_Motion = (~(figure1_X_Step) + 1'b1);
						figure1_Y_Motion = 10'h000;
					end 
				8'h07:  
					begin
						figure1_X_Motion = figure1_X_Step;
						figure1_Y_Motion = 10'h000;
					end
				8'h1a:  
					begin
						figure1_Y_Motion = 10'h000; 
						figure1_X_Motion = 10'h000;
					end
				8'h16:  
					begin
						figure1_Y_Motion = 10'h000; 
						figure1_X_Motion = 10'h000;
					end
				default:
					begin
					end			 
				endcase     
            figure1_X_Pos_in = figure1_X_Pos + figure1_X_Motion;
            figure1_Y_Pos_in = figure1_Y_Pos + figure1_Y_Motion;
			end
    end
endmodule
==> run.sh <==
#!/bin/bash
# OpenROAD 26Q1-2900-gdf79404cd8, Yosys 0.63+post, stock flow scripts
make -C /OpenROAD-flow-scripts/flow DESIGN_CONFIG=/design/flow/config.mk WORK_HOME=/design/flow/orfs finish
==> config.mk <==
export PLATFORM = sky130hd
export DESIGN_NAME = figure1Motion
export DESIGN_NICKNAME = figure1Motion
export VERILOG_FILES = /design/flow/design.v
export SDC_FILE = /design/flow/constraint.sdc
export NUM_CORES = 4
export LEC_CHECK = 1
export CORE_AREA = 10 10 75 75
export DIE_AREA = 0 0 85 85
==> constraint.sdc <==
current_design figure1Motion

set clk_period 6.5
set clk_io_pct 0.2

create_clock -name clk0 -period $clk_period [get_ports {Clk}]

set non_clock_inputs [all_inputs -no_clocks]
set_input_delay [expr $clk_period * $clk_io_pct] -clock clk0 $non_clock_inputs
set_output_delay [expr $clk_period * $clk_io_pct] -clock clk0 [all_outputs]
==> ci_impl_report.md <==
## PnR job results

| Metric | Value |
|---|---|
| Status | finished clean |
| Tcrit/Tclk final | 64.25% |
| Post-synth EDFFs | 0 |
| Final setup fails | 0 |
| Synthesized cell area | 934.6 um^2 |
| Initial DRC count | 21 |
| Fin Clk Skew | 3.190 ps |
| Port buffer count | 20 |
| FP Rows | 23 |
| CTS H-tree depth | 1 |
| First-pass GRT wire length | 3298 um |
| Reg2reg path depth | 9 |
| R2R Path Start | figure1_X_Pos[0] |
| DR pass1 iterations | 4 |
| Xor+xnor area frac | 5.622% |
| Number of clock sinks | 12 |
| Synth cell types | 35 |
| Pwr dens | 151.0 nW/um^2 |
| AND/OR/NAND/NOR Cells, Area Fraction | 18.34% |
| Critical Path Fanout Max | 9 |
| RR Endpoint | figure1_X_Pos[6] |
| P_leak | 0.4788 nW |
| Crit start category | primary input |
| Remaining Overflow, GRT | 0 |
| Fraction of registers with async set/reset | 0% |
| Worst-Margin Slew | 624.9 ps |
| CTS tree | yes |
| Die area | 7225 um^2 |
| CP delay by family, top | simple AND/OR/NAND/NOR gates |
| Fp_density | 23.03% |
| Largest net degree at the start of global routing | 19 |
| Chip width | 85 um |
| Yosys Chip Area | 934.6 um^2 |
| Crit end category | flip-flop |
| Tool Warnings | 45 |
| Postcts setup bufs | 0 |
| GRT Overall Usage | 5.269% |
| Final tally of hold violations | 0 |
| Hold Crit Endpoint | frame_clk_rising_edge |
| HPWL after DPL | 1492 um |
| Clock-pin slew on the worst setup and hold paths | 60 ps |
| Min Tclk post-route | 4176 ps |
| DR DRC count | 0 |
| Vertical die size | 85 um |
| Avg Cell Area, Syn | 8.817 um^2 |
| Resized cells post-CTS | 0 |
| WL per Instance | 10.97 um |
| Final GP Congestion | 0.8631 |
| Setup TNS Final | 0 ps |
| CP required | 6630 ps |
| CTS Root Cell | clkbuf_8 |
| Layout cells sized above 1 | 8.000% |
| Worst stage delay on the critical path | 400 ps |
| Dominant kind of combinational cell | simple AND/OR/NAND/NOR gates |
| Peak supply drop | 0.00007012 V |
| Crit Path Category | primary input to flip-flop |
| FF+latch count, synth | 12 |
| Worst slew margin | 58.28% |
| Max stage delay cell, worst path | clkdlybuf4s50_1 |
| Hold Crit Class | flip-flop to flip-flop |
| R2r setup slk | 4300 ps |
| Final Slew Violations | 0 |
| Final ANT Viol Nets | 0 |
| Initial antenna violation count | 0 |
| Top FF cell, synth | dfxtp_1 |
| Yosys stat cell total | 106 |
| # hold bufs at CTS | 0 |
| Max Fclk | 239.4 MHz |
| P&R area growth vs syn | 26.24% |
| Cts bufs inserted | 3 |
| Cell count of the worst hold path | 1 |
| RSZ-0062 raised after global routing | no |
| Yosys warns | 1 |
| Mux share | 7.497% |
| Post-synthesis instance total | 106 |
| CP Cell Sequence | clkdlybuf4s50_1 -> nor4_1 -> nand3b_1 -> or3_4 -> clkinv_2 -> ha_1 -> a21oi_1 -> nor2b_1 -> a311o_1 -> a21oi_1 -> mux2_4 -> mux2_4 |
| Seq/Total Area, Yosys | 25.70% |
| Buffer and inverter count on the worst path | 2 |
| Hold slack | 382.2 ps |
| Aoi share | 14.32% |
| Adders+Majority by Area | 14.19% |
| Clk buf depth | 2 |
| DR vias/cell | 4.194 |
| Core footprint | 4058 um^2 |
| Worst Path Arrival | 4310 ps |
| Vias in the first global route | 752 |
| Detailed-route via count | 734 |
| ANT cells | 0 |
| Clk latency of the worst-skew pair | 240 ps |
| Num ports | 51 |
| Hold Startpoint | frame_clk_delayed |
| Max Cap Viol | 0 |
| Total wire length | 1919 um |
sequential cells by signal, summed over array words and instances, names as in the netlist:
| signal | flops |
|---|---|
| figure1_X_Pos | 10 |
| frame_clk_delayed | 1 |
| frame_clk_rising_edge | 1 |
cell families after synthesis:
kind of cell,count (synthesis)
AND/OR/NAND/NOR,30
AND-OR/OR-AND,21
buffers and inverters,19
flip-flops,12
adder cells (fa/ha/maj),10
XOR/XNOR,6
multiplexers,6
other,2
stage by stage:
| stage | utilization (%) | cells | worst slack (ps) | area, um^2 | total power [mW] |
|---|---|---|---|---|---|
| after global routing | 29.08 | 175 | 2122 | 1180 | 0.1868 |
| after global placement | 27.72 | 171 | 2065 | 1125 | 0.09711 |
| final | 29.08 | 175 | 2324 | 1180 | 0.1781 |
| after detailed placement | 27.72 | 171 | 2052 | 1125 | 0.09731 |
| after CTS | 29.08 | 175 | 2306 | 1180 | 0.1821 |
| after floorplan | - | 114 | 2666 | 964.7 | 0.09171 |
worst register-to-register path, cell delays in order, from the launching register on:
cell and delay, ps:
dfxtp_1 350, ha_1 180, inv_1 50, fa_1 400
nor2b_1 140, o21a_1 140, o21ai_0 140, a21boi_0 320
mux2i_1 210, o311ai_0 130
where the power goes:
group          switching, mW  total [mW]  internal (mW)
clock network         0.0295      0.0831         0.0536
registers            0.00280      0.0783         0.0755
logic                0.00576      0.0167         0.0109
cells in the mapped netlist (3+ instances only):
cell	n	share of area, %
nor2b_1	5	3.3
nand2_1	3	1.2
ha_1	9	12
xnor2_1	4	3.7
a21oi_1	8	4.3
nor2_1	9	3.6
dfxtp_1	12	26
o21ai_0	3	1.6
inv_1	5	2.0
buf_4	10	8.0
mux2i_1	4	4.3
cell type report:
type,count,area (um^2)
Clock buffer,4,55.05
Fill cell,426,2878
Inverter,6,23.77
Multi-Input combinational cell,83,598.1
Sequential cell,12,240.2
Tap cell,50,62.56
Timing Repair Buffer,20,200.2
per-layer routing:
metal	part of all wire, %	up-vias	GRT usage (%)
met1	47	323	6.514
li1	-	385	-
met4	0.31	0	0.2994
met2	42	24	8.106
met3	11	2	3.083
met5	0	-	0
how the worst max path moves through the flow:
stage                       from                to  slack, ps  cells after the start
final                 keycode[5]  figure1_X_Pos[9]       2320                     12
after global routing  keycode[5]  figure1_X_Pos[9]       2120                     12
after CTS             keycode[5]  figure1_X_Pos[9]       2310                     12
cells in the final DEF, fill, tap and decap left out, drive strengths merged:
cell	count
o311ai	1
nand2	3
or3	1
nor4	2
a311o	1
and4	1
nor2b	5
ha	9
xor2	2
mux2	2
nand3b	2
a31o	1
a21boi	1
fa	1
a211oi	2
conb	10
or4bb	1
a31oi	1
a21oi	8
xnor2	4
clkdlybuf4s50	20
o21a	1
dfxtp	12
a21o	2
inv	5
or2	1
nor2	9
o21ai	3
clkinv	1
nand2b	2
clkbuf	4
nor3b	1
mux2i	4
nor3	2
No activity file was given, so power comes from the tool's default toggle rates.
