[/design/flow/config.mk]
export PLATFORM = sky130hd
export DESIGN_NAME = figure2Motion
export DESIGN_NICKNAME = figure2Motion
export VERILOG_FILES = /design/flow/design.v
export SDC_FILE = /design/flow/constraint.sdc
export NUM_CORES = 4
export LEC_CHECK = 1
export CORE_AREA = 10 10 83 83
export DIE_AREA = 0 0 93 93
[/design/flow/constraint.sdc]
current_design figure2Motion

set clk_period 6.3
set clk_io_pct 0.2

create_clock -name clk0 -period $clk_period [get_ports {Clk}]

set non_clock_inputs [all_inputs -no_clocks]
set_input_delay [expr $clk_period * $clk_io_pct] -clock clk0 $non_clock_inputs
set_output_delay [expr $clk_period * $clk_io_pct] -clock clk0 [all_outputs]
[/design/flow/design.v]
module  figure2Motion ( 
					input         Clk,                 
                             Reset,               
                             frame_clk,           
               input [9:0]   DrawX, DrawY,        
					input [7:0]	  keycode,				  
					output logic [9:0] figure2_x,
					output logic [9:0] figure2_y
              );
	parameter [9:0] figure2_X_Center = 10'd480;   
   parameter [9:0] figure2_Y_Center = 10'd360;   
   parameter [9:0] figure2_X_Min = 10'd340;        
   parameter [9:0] figure2_X_Max = 10'd639;      
   parameter [9:0] figure2_Y_Min = 10'd0;        
   parameter [9:0] figure2_Y_Max = 10'd440;      
   parameter [9:0] figure2_X_Step = 10'd1;       
   parameter [9:0] figure2_Y_Step = 10'd1;       
    logic [9:0] figure2_X_Pos, figure2_X_Motion, figure2_Y_Pos, figure2_Y_Motion;
    logic [9:0] figure2_X_Pos_in, figure2_Y_Pos_in; 
    logic frame_clk_delayed, frame_clk_rising_edge;
    always_ff @ (posedge Clk) begin
        frame_clk_delayed <= frame_clk;
        frame_clk_rising_edge <= (frame_clk == 1'b1) && (frame_clk_delayed == 1'b0);
    end
    always_ff @ (posedge Clk)
    begin
        if (Reset)  
        begin
            figure2_X_Pos <= figure2_X_Center;
            figure2_Y_Pos <= figure2_Y_Center;
        end
        else
        begin
            figure2_X_Pos <= figure2_X_Pos_in;
            figure2_Y_Pos <= figure2_Y_Pos_in;
        end
    end
	 always_comb
    begin
        figure2_X_Pos_in = figure2_X_Pos;
        figure2_Y_Pos_in = figure2_Y_Pos;
		  figure2_x = figure2_X_Pos;
		  figure2_y = figure2_Y_Pos; 
		  figure2_X_Motion = 10'd0;
        figure2_Y_Motion = 10'd0;
        if (frame_clk_rising_edge)
        begin
			 case(keycode)
				8'h50:  
					begin
					   figure2_X_Motion = (~(figure2_X_Step) + 1'b1);
						figure2_Y_Motion = 10'h000;
					end 
				8'h4F:  
					begin
						figure2_X_Motion = figure2_X_Step;
						figure2_Y_Motion = 10'h000;
					end
				8'h52:  
					begin
						figure2_Y_Motion = 10'h000; 
						figure2_X_Motion = 10'h000;
					end
				8'h51:  
					begin
						figure2_Y_Motion = 10'h000; 
						figure2_X_Motion = 10'h000;
					end
				default:
					begin
					end			 
				endcase  
            figure2_X_Pos_in = figure2_X_Pos + figure2_X_Motion;
            figure2_Y_Pos_in = figure2_Y_Pos + figure2_Y_Motion;
			end
    end
endmodule
[/design/flow/run.sh]
#!/bin/bash
# OpenROAD 26Q1-2900-gdf79404cd8, Yosys 0.63+post, stock flow scripts
make -C /OpenROAD-flow-scripts/flow DESIGN_CONFIG=/design/flow/config.mk WORK_HOME=/design/flow/orfs finish
==> run notes <==
run metrics: status finished clean, CP Class input pin to flip-flop, Finished Core Util 23.1%, Synth area leader dfxtp_1, largest net degree at the start of global routing 12, CP startpoint kind input pin, via/cell ratio 3.73, Commonest Layout Cell clkdlybuf4s50_1, row count 26, core area 5140 sq um, worst r2r path cells 7, clock sink count 12, FF+latch area 240 sq um, worst hold path stage count 1, Top cells by area dfxtp_1 27%, ha_1 13%, buf_4 8.4%, nor2_1 5.0%, nor2b_1 4.9%, Port Buf Inserts 20, Synth Seq Share 26.8%, # fillers 586, area share, top type 26.8%, initial antenna violation count 0, CTS Buf Count 3, ANT nets after route 0, setup TNS 0 ns, RSZ-0062 raised after global routing false, Pwr Total 188 uW, Pre-Place Util 17.5%, crit path cell chain clkdlybuf4s50_1 -> nor3_1 -> nand3b_1 -> nor2_2 -> ha_1 -> a21oi_2 -> o22ai_1 -> a311o_2 -> a31oi_1 -> mux2i_1 -> mux2_1, # resized after CTS 0, Max H-tree Level 1, final worst-path cycle share 65.3%, Detailed Routing Iterations Pass 1 4, first-pass GRT wire length 3.64 mm, yosys warns 1, die height 93 microns, min cycle time layout 4.11 ns, CTS max path bufs 2, Critical Path Start keycode[1], Worst path slowest cell clkdlybuf4s50_1, syn_area_per_cell 8.23 sq um, hold_sp frame_clk_delayed, Synth Instances 109, root buffer cell clkbuf_8, crit path DAT 4.24 ns, Late-Pin Clk Latency 0.24 ns, P per Cell Area 158 nW/um^2, Tightest Hold Check Type flip-flop to flip-flop, RePlAce Congestion just over 0.8, clock skew 0.00146 ns, fin. max-slew vios 0, # diodes 0, Top cells excl fill/tap 20 x clkdlybuf4s50_1, 12 x nor2_1, 12 x dfxtp_1, detailed-route DRC error count 0, hold slack between 0.3 and 0.4 ns, Yosys Chip Area 897 sq um, Critical Path Sink Type flip-flop, cell area after synthesis 897 sq um, GRT Resource Usage Total 5.03%, vias in the first global route 757, WL/cell 10.3 microns, Fmax between 200 and 250 MHz, LEAKAGE 0.000458 uW, logic area 577 sq um, Max-Cap Viols 0, Setup Fix Bufs, Post-CTS 0, TritonCTS clock tree built, area grow syn2layout 32.2%, crit-path max FO 10, Chip Width a little over 90 microns, Detailed Route WL 2.05 mm, Setup-failing EPs final 0, Remaining Overflow, GRT 0, Tool Warnings 45, Final WS setup between 2 and 2.5 ns, HPWL Detailed 1.66 mm, via count roughly 740, Hold Violations, Final 0, Post-synth regs 12, clk slew on worst S/H paths roughly 0.05 ns, Crit path required time 6.43 ns, hold_buf cts 0, # Cells Yosys approximately 110, Ports 51, pre-CTS setup slack 1.92 ns, critical path's largest stage delay between 0.4 and 0.5 ns, DR iter-0 viols 54, die footprint ~8600 sq um, Reg-to-Reg Start figure2_X_Pos[1], post-synthesis cell type count 39, Max VDD drop 0.0808 mV, layout cell share with drive strength beyond 1 7.75%
[routing by layer]
metal  share of wire (%)  track usage (%)  up-vias
met1                  46             6.89      329
met2                  47             7.59       14
met5                   0                0        -
met4                0.68            0.386        0
met3                 6.2             2.02        2
li1                    -                -      397
[metrics by stage]
stage,instance area [sq um],instances
2_1_floorplan,927,117
3_3_place_gp,1130,195
3_5_place_dp,1130,195
4_1_cts,1190,199
5_1_grt,1190,199
6_report,1190,199
[kinds of logic after synthesis]
kind of cell	share of synthesized area [%]
AOI/OAI and AO/OA	18.0
and+or+nand+nor	19.8
muxes	4.60
xor gates and xnor gates	2.93
buffers and inverters	12.3
adders and majority gates	14.8
DFF	26.8
other	0.837
[critical path, delay by kind of cell]
| kind | cells | cell delay (ns) |
|---|---|---|
| AND/OR/NAND/NOR | 3 | 0.73 |
| multiplexers | 2 | 0.57 |
| buffers and inverters | 1 | 0.42 |
| AND-OR/OR-AND | 4 | 0.88 |
| adder cells (fa/ha/maj) | 1 | 0.37 |
[power breakdown]
part	internal [uW]	total [uW]	switching (uW)
combinational	13.6	22.2	8.51
sequential	78.4	81.3	2.87
clock	55.2	84.1	28.9
[final timing paths]
check | to | slack, ns
worst max-delay path | figure2_X_Pos[9] | 2.19
worst min-delay path | frame_clk_rising_edge | 0.38
worst max register to register | figure2_X_Pos[9] | 4.05
worst min register to register | frame_clk_rising_edge | 0.38
[cell type report]
cell class,instances,share of cell area [%]
Multi-Input combinational cell,86,48.6
Tap cell,70,7.38
Clock buffer,4,4.64
Inverter,7,2.22
Timing Repair Buffer,20,16.9
Sequential cell,12,20.3
[synth_stat cells (all sizes together)]
cell / count
inv: 7
conb: 2
a211oi: 1
a311o: 2
o311ai: 1
nand3: 3
buf: 11
nand2: 3
xnor2: 2
ha: 9
and2b: 1
a21boi: 1
fa: 1
mux2i: 3
a211o: 1
nand3b: 1
or2: 1
nor3: 4
dfxtp: 12
o21a: 1
clkbuf: 1
mux2: 1
nor2b: 7
xor2: 1
a31oi: 1
a21oi: 9
or3: 1
o22ai: 1
a21o: 2
nand4: 1
nor2: 13
o21ai: 4
[registers in the layout, indices dropped and copies added (netlist names)]
name,cells
frame_clk_delayed,1
figure2_X_Pos,10
frame_clk_rising_edge,1
No activity file was given, so power comes from the tool's default toggle rates.
